### config.mk
export PLATFORM = sky130hd
export DESIGN_NAME = spiControl
export DESIGN_NICKNAME = spiControl
export VERILOG_FILES = /design/flow/design.v
export SDC_FILE = /design/flow/constraint.sdc
export NUM_CORES = 4
export LEC_CHECK = 1
export CORE_AREA = 10 10 103 103
export DIE_AREA = 0 0 113 113
### constraint.sdc
current_design spiControl

set clk_period 2.2
set clk_io_pct 0.2

create_clock -name clk0 -period $clk_period [get_ports {clock}]

set non_clock_inputs [all_inputs -no_clocks]
set_input_delay [expr $clk_period * $clk_io_pct] -clock clk0 $non_clock_inputs
set_output_delay [expr $clk_period * $clk_io_pct] -clock clk0 [all_outputs]
### design.v
`timescale 1ns / 1ps
module spiControl(clock, reset, data_in, load_data, spi_clock, spi_data, done_send);
    input clock;  
    input reset;
    input [7:0] data_in;
    input load_data;  
    output spi_clock;   
    output reg spi_data;
    output reg done_send;  
    reg [2:0] counter = 0;
    reg [2:0] dataCount;
    reg [7:0] shiftReg;
    reg [1:0] state;
    reg clock_10;
    reg CE;
    assign spi_clock = (CE == 1) ? clock_10 : 1'b1;
    localparam IDLE = 2'b00, SEND = 2'b01, DONE = 2'b10;
    always @(posedge clock)
    begin
        if(counter != 4)
            counter <= counter + 1;
        else
            counter <= 0;
    end
    initial     
    begin
        clock_10 <= 0;
    end
    always @(posedge clock)
    begin
        if(counter == 4)
            clock_10 <= ~clock_10;
    end
    always @(negedge clock_10)     
    begin
        if(reset)
        begin
            state <= IDLE;
            dataCount <= 0;
            done_send <= 0;
            CE <= 0;
            spi_data <= 1'b0;
        end
        else
        begin
            case(state)
                IDLE: begin
                            if(load_data)     
                            begin
                                shiftReg <= data_in;
                                state <= SEND;
                                dataCount <= 0;
                            end
                      end
                SEND: begin
                            spi_data <= shiftReg[7];
                            shiftReg <= {shiftReg[6:0], 1'b0};    
                            CE <= 1;
                            if(dataCount != 7)
                                dataCount <= dataCount + 1;
                            else     
                                state <= DONE;
                      end
                  DONE: begin
                            CE <= 0;
                            done_send <= 1'b1;
                            if(!load_data)
                            begin
                                done_send <= 1'b0;
                                state <= IDLE;
                            end
                        end
            endcase
        end
    end
endmodule
### run.sh
#!/bin/bash
# OpenROAD 26Q1-2900-gdf79404cd8, Yosys 0.63+post, stock flow scripts
make -C /OpenROAD-flow-scripts/flow DESIGN_CONFIG=/design/flow/config.mk WORK_HOME=/design/flow/orfs finish
==> results_slide.txt <==
Flow Results at a Glance

Routing
  • Post-route ant nets: 0
  • Antenna Cells: 0
  • Total wire length: 1570 microns
  • DRC Markers: 0
  • First-pass DRT Iterations: 4
  • DR iter-0 viols: 11
  • Vias: 520
  • Wire per inst: 8.15 microns
  • Vias per inst: 2.71

Min path
  • Worst hold start: counter[0]
  • Hold Crit Depth: 1
  • Hold Crit Class: reg2reg
  • Hold Path End: counter[0]

Critical path
  • WS Path Type: reg2out
  • RR Startpoint: counter[0]
  • FF-to-FF End: clock_10
  • Crit-path max FO: 2
  • Critical Path RT: 1.76 ns
  • Worst r2r path cells: 3
  • Critical Path AT: 1.11 ns
  • CP startpoint kind: flip-flop
  • Critical Path End Type: output pin
  • Setup slack, reg-to-reg: 1.19 ns

Die
  • I/O pin total: 14
  • Core area: 8300 sq um
  • Die area: 12800 sq um
  • Die span in x: 113 microns
  • Pre-Place Util: 10.7%
  • Cell Rows: 33
  • Die Height: 113 microns

Yosys
  • Synth warn: 1
  • Chip Area, Yosys: 885 sq um
  • Yosys cell count: 72
  • Syn Area/Cell: 12.3 sq um
  • Cell Type Count: 23
  • Post-Syn Instances: 72
  • Mapped Area: 885 sq um
  • Synth Register Bits: 21
  • Synth Seq Share: 57.7%

CTS
  • Clock Pin Slew Worst Setup and Hold Paths: 0.03 ns
  • Worst-skew pair later-pin latency: 0.22 ns
  • TritonCTS clock tree: done
  • CTS Buf Count: 3
  • # Post-CTS Setup Buffers: 0
  • H-tree Lvls: 1
  • CTS max path bufs: 2
  • Post-CTS resize count: 0
  • CTS hold repair buffers: 0
  • Clock root cell: clkbuf_8

GRT
  • Number of global-route vias before repair: 573
  • GRT Residual Overflow: 0
  • GRT Total Usage: 2.51%
  • Largest net degree at the start of global routing: 19
  • Initial antenna violation count: 0
  • First-pass GRT wire length: 2740 microns

Timing
  • Register pins left without a clock: 17
  • Unrepaired setup endpoints after global routing: false
  • Relative slew slack: 54.2%
  • Final Max Slew Viols: 0
  • Hold WS: 0.444 ns
  • Final setup TNS: 0 ns
  • Fmax: 646 MHz
  • Worst Max-Slew Pin Slew: 0.686 ns
  • Post-layout period usage: 70.3%
  • Final setup vio count: 0
  • Minimum clock period: 1.55 ns
  • Hold Fails Final Rpt: 0
  • Post-route clock skew: 0.00160 ns
  • Number of unconstrained endpoints: 27

Pwr
  • Clock share of power: 59.6%
  • Leakage: 0.401 nW
  • Power per cell area: 235 nW/um^2
  • Overall Power: 0.274 mW
  • Maximum vdd ir drop: 494 uV
  • Comb pwr share: 11.5%
  • Seq pwr share: 28.9%
  • Internal power: 0.224 mW
  • Sw power: 0.0504 mW
  • Sw Share: 18.4%

Cells and area
  • P&R area growth vs syn: 32.1%
  • Logic area: 333 sq um
  • Layout filler cell count: 913
  • Layout cells sized above 1: 6.90%
  • FF+latch area: 510 sq um

Flow run
  • Tally of max-capacitance violations: 0
  • OpenROAD warnings: 26

Placed design
  • RePlAce Congestion: 0.692
  • Input/output buffers: 13
  • HPWL Detailed: 1190 microns

Outcome
  • Outcome: finished, final reports clean
cells in the mapped netlist (all sizes together):
| cell type | n | area share, % |
|---|---|---|
| nand2 | 4 | 2.0 |
| nand2b | 3 | 2.1 |
| and2 | 2 | 1.4 |
| nand4 | 2 | 1.4 |
| mux2 | 8 | 11 |
| clkbuf | 1 | 0.42 |
| a21oi | 6 | 3.4 |
| dfxtp | 12 | 27 |
| ha | 4 | 5.7 |
| inv | 3 | 1.3 |
| nor3 | 1 | 0.57 |
| nand4b | 1 | 0.99 |
| nor2b | 2 | 1.4 |
| edfxtp | 9 | 31 |
| buf | 2 | 3.0 |
| nor2 | 5 | 2.1 |
| mux2i | 3 | 3.4 |
| o21ai | 3 | 1.7 |
| o21bai | 1 | 0.85 |
worst max-delay path, stage by stage, from the launching register on:
cell             delay, ns
edfxtp_1              0.34
inv_1                 0.07
nand2_1               0.05
clkdlybuf4s50_1       0.42
power by group through the flow:
stage,combinational [mW],clock (mW),sequential (mW)
after CTS,0.0326,0.167,0.0792
after global routing,0.0347,0.176,0.0791
final,0.0316,0.163,0.0792
cell families (layout without fill, tap and decap cells):
logic type | after synthesis | count (layout) | share of synthesized area [%]
buf+inv | 6 | 21 | 4.67
mux | 11 | 11 | 14.0
compound gates | 10 | 10 | 5.94
simple gates | 20 | 20 | 12.0
flops | 21 | 21 | 57.7
fa+ha+maj | 4 | 4 | 5.66
metrics by stage:
step | utilization, % | cell area, sq um | instances | setup WS (ns)
3_3_place_gp | 13.5 | 1120 | 188 | 0.880
4_1_cts | 14.1 | 1170 | 192 | 0.643
6_report | 14.1 | 1170 | 192 | 0.653
3_5_place_dp | 13.5 | 1120 | 188 | 0.880
5_1_grt | 14.1 | 1170 | 192 | 0.555
2_1_floorplan | - | 885 | 72 | 1.13
final cells by class:
class | count | share of cell area (%)
Clock buffer | 4 | 3.85
Inverter | 3 | 0.964
Multi-Input combinational cell | 45 | 28.5
Sequential cell | 21 | 43.7
Tap cell | 105 | 11.2
Timing Repair Buffer | 14 | 11.8
placed cells by master (no fill, tap or decap), types with 4 or more instances in the layout:
master / netlist / routed
a21oi_1: 6 / 6
clkdlybuf4s50_1: 0 / 13
dfxtp_1: 12 / 12
edfxtp_1: 9 / 9
ha_1: 4 / 4
mux2_1: 7 / 7
nor2_1: 5 / 5
layer usage:
layer  wire, microns  GRT usage (%)  up-vias
met2             604           3.34       11
met3              88          0.694        0
met4               0          0.169        0
met5               0              0        -
met1             873           4.01      230
li1                -              -      279
how the worst max path moves through the flow:
stage             from   endpoint  cells after the start
CTS           clock_10  spi_clock                      3
global route  clock_10  spi_clock                      3
finish        clock_10  spi_clock                      3
sequential cells by signal (all words and copies together) (netlist names):
signal and flops:
CE 1, clock_10 1, counter 3, dataCount 3, done_send 1, shiftReg 8
spi_data 1, state 3
No activity file was given, so power comes from the tool's default toggle rates.
