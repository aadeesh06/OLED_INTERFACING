File: flow/run.sh
#!/bin/bash
# OpenROAD 26Q1-2900-gdf79404cd8, Yosys 0.63+post, stock flow scripts
make -C /OpenROAD-flow-scripts/flow DESIGN_CONFIG=/design/flow/config.mk WORK_HOME=/design/flow/orfs finish
File: flow/design.v
`timescale 1ns / 1ps
module delayGen(
    input clock,
    input delayEn,
    output reg delayDone
    );
    reg [17:0] counter;
    always @(posedge clock)
    begin
        if(delayEn & counter != 200000) 
            counter <= counter + 1;
        else 
            counter <= 0;
    end 
    always @(posedge clock)
    begin
        if(delayEn & counter == 200000)
            delayDone <= 1'b1;
        else 
            delayDone <= 1'b0;
    end
endmodule
File: flow/config.mk
export PLATFORM = sky130hd
export DESIGN_NAME = delayGen
export DESIGN_NICKNAME = delayGen
export VERILOG_FILES = /design/flow/design.v
export SDC_FILE = /design/flow/constraint.sdc
export NUM_CORES = 4
export LEC_CHECK = 1
export CORE_AREA = 10 10 76 76
export DIE_AREA = 0 0 86 86
File: flow/constraint.sdc
current_design delayGen

set clk_period 3.0
set clk_io_pct 0.2

create_clock -name clk0 -period $clk_period [get_ports {clock}]

set non_clock_inputs [all_inputs -no_clocks]
set_input_delay [expr $clk_period * $clk_io_pct] -clock clk0 $non_clock_inputs
set_output_delay [expr $clk_period * $clk_io_pct] -clock clk0 [all_outputs]
==> reports/metrics.yaml <==
rows: 23
async_flop_share_pct: 0
n_antenna_cell: 0
ant_nets: 0
synthToLayoutAreaGrowth_pct: 12.9
groute.usage.overall_pct: 4.07
common_cells: "dfxtp_1 (19), nor2_1 (19), xnor2_1 (11)"
pin_count: 3
clock-sinks: 19
finalPower_mw: 0.444
crit_slowest_cell: "o31ai_4"
hold_depth: 1
antenna_found_initial: 0
hpwl_um: 1090
synth.distinct_cells: 23
wire_per_inst_um: 9.68
yosysCellCount: 98
grt-ovfl-total: 0
fillers: 434
syn-cell-area_um2: 891
die_area_um2: 7400
cp_data_arrival_time_ps: 2110
fp_util_pct: 21.6
grt_pass1_wl_um: 2560
cp_top_family: "simple AND/OR/NAND/NOR gates"
route.detailed.drc: 0
min_period_ps: 2000
drtIter0Drc: 41
path_buffers: 1
worstPathRequired_ps: 3110
maxCapViolations: 0
fin_tns_setup_ps: 0
clockBufferDepth: 2
drt-pass1-iter-count: 4
fin_crit_sh_pct: 66.7
slew_headroom_pct: 49.5
synth-edff-count: 0
portBuffers: 2
layout.area.comb_um2: 472
root_buffer: "clkbuf_8"
cts_setup_buffers: 0
hold_viol: 0
ff2ff_path_depth: 5
top_area_share_pct: 42.7
core_area_um2: 4120
fin_worst_skew_ps: 3.13
drt-total-wl_um: 1470
synthFlopType: "dfxtp_1"
cts_resized: 0
cts_tree: "built"
ys_chip_area_um2: 891
yosysWarnings: 1
end_kind: "register"
numCtsBuffers: 3
hp-class: "register to register"
insertion_delay_ps: 250
fmax_ghz: 0.500
clkTransAtPathRegs_ps: 60
warnings: 26
ys.flops: 19
cts_hold_buf: 0
max_stage_delay_ps: 650
synth_area_leader_cell: "dfxtp_1"
avgViaCountPerCell: 4.22
seq_area_um2: 380
peakVddDrop_v: 0.000197
vias: 642
critPathKind: "register to register"
die_x_um: 86
synth_area_per_cell_um2: 9.09
powerDensity_nw_per_um2: 441
h-tree-depth: 1
cp_cell_sequence: "inv_1 -> ha_1 -> or4bb_1 -> o31ai_4 -> nor2_1"
startpoint_type: "register"
gp_congestion: 0.861
synthTopCellsByArea: "dfxtp_1 (43%), xnor2_1 (11%), nor2_1 (8.0%), nor4_1 (4.9%), nand4_1 (4.2%)"
drive_above_1_share_pct: 7.84
path_max_fanout: 18
ys_seq_share_pct: 42.7
setup_violations: 0
p_leak_nw: 0.310
die_h_um: 86
grt_start_max_net_pins: 19
synthCells: 98
holdWs_ps: 499
rsz0062_at_grt: "false"
outcome: "finished clean"
cp.depth: 5
slew_viol_final: 0
tightest_slew_ps: 757
first_global_vias: 564
[through the flow]
| stage | instances | setup slack, ps | util, % | area, µm² |
|---|---|---|---|---|
| global placement | 148 | 1060 | 23.4 | 961 |
| CTS | 152 | 982 | 24.4 | 1010 |
| finish | 152 | 1000 | 24.4 | 1010 |
| detailed placement | 148 | 986 | 23.4 | 961 |
| floorplan | 98 | 1240 | - | 891 |
| global route | 152 | 837 | 24.4 | 1010 |
[state kept, by name (all words and copies together) (netlist names)]
signal and flops:
counter 18, delayDone 1
[area by class of cell]
type	instances	share of cell area, %
Sequential cell	19	37.8
Clock buffer	4	4.48
Multi-Input combinational cell	70	46.9
Tap cell	50	6.22
Inverter	7	2.61
Timing Repair Buffer	2	1.99
[worst register-to-register path, stage by stage (launching register included)]
cell	delay [ps]
dfxtp_1	360
inv_1	80
ha_1	130
or4bb_1	540
o31ai_4	650
nor2_1	110
[where the power goes]
part	total [mW]	switching, mW	internal, mW
registers	0.261	0.00508	0.256
clock network	0.168	0.0739	0.0941
logic	0.0149	0.00853	0.00635
[placed cells by master (no fill, tap or decap), drive strengths merged]
cell type and instances:
and4 1, nand2 2, nand4 8, or4bb 1, xor2 4, a21oi 1
clkdlybuf4s50 2, nor4 7, nor4b 1, dfxtp 19, ha 2, nor3 2
nor2 19, nand4b 1, o21ai 1, clkbuf 4, nand3 6, or3 1
inv 7, or4 1, xnor2 11, o31ai 1
[metal layers]
layer / global-route usage [%] / share of wire (%)
met2: 5.88 / 41
met4: 0.599 / 1.7
met3: 1.91 / 5.6
met1: 5.51 / 51
met5: 0 / 0
[logic make-up (layout without fill, tap and decap cells)]
| group | after synthesis | count (layout) | share of synthesized area (%) |
|---|---|---|---|
| adder cells (fa/ha/maj) | 2 | 2 | 2.81 |
| buffers and inverters | 9 | 13 | 4.35 |
| flip-flops | 19 | 19 | 42.7 |
| AND/OR/NAND/NOR | 50 | 50 | 31.5 |
| XOR/XNOR | 15 | 15 | 14.7 |
| AND-OR/OR-AND | 3 | 3 | 3.93 |
[worst paths after layout]
kind,endpoint,startpoint,slack (ps)
worst max-delay path,counter[15],counter[0],1000
worst min-delay path,counter[0],counter[0],500
worst max register to register,counter[15],counter[0],1000
worst min register to register,counter[0],counter[0],500
Power and IR drop assume default switching activity.
