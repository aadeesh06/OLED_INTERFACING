[run.sh]
#!/bin/bash
# OpenROAD 26Q1-2900-gdf79404cd8, Yosys 0.63+post, stock flow scripts
make -C /OpenROAD-flow-scripts/flow DESIGN_CONFIG=/design/flow/config.mk WORK_HOME=/design/flow/orfs finish
[config.mk]
export PLATFORM = sky130hd
export DESIGN_NAME = charROM
export DESIGN_NICKNAME = charROM
export VERILOG_FILES = /design/flow/design.v
export SDC_FILE = /design/flow/constraint.sdc
export NUM_CORES = 4
export LEC_CHECK = 1
export CORE_UTILIZATION = 50
export SYNTH_MEMORY_MAX_BITS = 65536
[constraint.sdc]
current_design charROM

set clk_period 4.9
set clk_io_pct 0.2

create_clock -name clk0 -period $clk_period

set non_clock_inputs [all_inputs -no_clocks]
set_input_delay [expr $clk_period * $clk_io_pct] -clock clk0 $non_clock_inputs
set_output_delay [expr $clk_period * $clk_io_pct] -clock clk0 [all_outputs]
[design.v]
`timescale 1ns / 1ps
module charROM(
    input [6:0] address,  
    output [63:0] data
    );
    reg [63:0] mem [0:127];  
    initial
    begin
        mem[0] = 'h0000000000000000;
        mem[1] = 'h0000000000000000;
        mem[2] = 'h0000000000000000;
        mem[3] = 'h0000000000000000;
        mem[4] = 'h0000000000000000;
        mem[5] = 'h0000000000000000;
        mem[6] = 'h0000000000000000;
        mem[7] = 'h0000000000000000;
        mem[8] = 'h0000000000000000;
        mem[9] = 'h0000000000000000;
        mem[10] = 'h0000000000000000;
        mem[11] = 'h0000000000000000;
        mem[12] = 'h0000000000000000;
        mem[13] = 'h0000000000000000;
        mem[14] = 'h0000000000000000;
        mem[15] = 'h0000000000000000;
        mem[16] = 'h0000000000000000;
        mem[17] = 'h0000000000000000;
        mem[18] = 'h0000000000000000;
        mem[19] = 'h0000000000000000;
        mem[20] = 'h0000000000000000;
        mem[21] = 'h0000000000000000;
        mem[22] = 'h0000000000000000;
        mem[23] = 'h0000000000000000;
        mem[24] = 'h0000000000000000;
        mem[25] = 'h0000000000000000;
        mem[26] = 'h0000000000000000;
        mem[27] = 'h0000000000000000;
        mem[28] = 'h0000000000000000;
        mem[29] = 'h0000000000000000;
        mem[30] = 'h0000000000000000;
        mem[31] = 'h0000000000000000;
        mem[32] = 'h0000000000000000;
        mem[33] = 'h0000005f00000000;    
        mem[34] = 'h0000030003000000;
        mem[35] = 'h643c26643c262400;
        mem[36] = 'h2649497f49493200;
        mem[37] = 'h4225120824522100;
        mem[38] = 'h20504e5522582800;
        mem[39] = 'h0000000300000000;
        mem[40] = 'h00001c2241000000;
        mem[41] = 'h00000041221c0000;
        mem[42] = 'h0015150e0e151500;
        mem[43] = 'h0008083e08080000;
        mem[44] = 'h0000005030000000;
        mem[45] = 'h0008080808080000;
        mem[46] = 'h0000004000000000;
        mem[47] = 'h4020100804020100;
        mem[48] = 'h003e4141413e0000;
        mem[49] = 'h0000417f40000000;
        mem[50] = 'h00426151496e0000;
        mem[51] = 'h0022414949360000;
        mem[52] = 'h001814127f100000;
        mem[53] = 'h0027494949710000;
        mem[54] = 'h003c4a4948700000;
        mem[55] = 'h004321110d030000;
        mem[56] = 'h0036494949360000;
        mem[57] = 'h00060949291e0000;
        mem[58] = 'h0000001200000000;
        mem[59] = 'h0000005230000000;
        mem[60] = 'h0000081414220000;
        mem[61] = 'h0014141414141400;
        mem[62] = 'h0000221414080000;
        mem[63] = 'h0002015905020000;
        mem[64] = 'h3e415d554d512e00;
        mem[65] = 'h407c4a094a7c4000; 
        mem[66] = 'h417f494949493600; 
        mem[67] = 'h1c22414141412200; 
        mem[68] = 'h417f414141221c00;
        mem[69] = 'h417f49495d416300;
        mem[70] = 'h417f49091d010300;
        mem[71] = 'h1c224149493a0800;
        mem[72] = 'h417f0808087f4100;
        mem[73] = 'h0041417F41410000;
        mem[74] = 'h304041413F010100;
        mem[75] = 'h417f080c12614100;
        mem[76] = 'h417f414040406000;
        mem[77] = 'h417f420c427f4100;
        mem[78] = 'h417f420c117f0100;
        mem[79] = 'h1c22414141221c00;
        mem[80] = 'h417f490909090600;
        mem[81] = 'h0c12212161524c00;
        mem[82] = 'h417f090919694600;
        mem[83] = 'h6649494949493300;
        mem[84] = 'h0301417f41010300;
        mem[85] = 'h013f4140413f0100;
        mem[86] = 'h010f3140310f0100;
        mem[87] = 'h011f6114611f0100;
        mem[88] = 'h4141360836414100;
        mem[89] = 'h0103447844030100;
        mem[90] = 'h4361514945436100;
        mem[91] = 'h00007f4141000000;
        mem[92] = 'h0102040810204000;
        mem[93] = 'h000041417f000000;
        mem[94] = 'h0004020101020400;
        mem[95] = 'h0040404040404000;
        mem[96] = 'h0001020000000000;
        mem[97] = 'h00344a4a4a3c4000;
        mem[98] = 'h00413f4848483000;
        mem[99] = 'h003c424242240000;
        mem[100] = 'h00304848493f4000;
        mem[101] = 'h003c4a4a4a2c0000;
        mem[102] = 'h0000487e49090000;
        mem[103] = 'h00264949493f0100;
        mem[104] = 'h417f480444784000;
        mem[105] = 'h0000447d40000000;
        mem[106] = 'h000040443d000000;
        mem[107] = 'h417f101824424200;
        mem[108] = 'h0040417f40400000;
        mem[109] = 'h427e027c027e4000;
        mem[110] = 'h427e4402427c4000;
        mem[111] = 'h003c4242423c0000;
        mem[112] = 'h00417f4909090600;
        mem[113] = 'h00060909497f4100;
        mem[114] = 'h00427e4402020400;
        mem[115] = 'h00644a4a4a360000;
        mem[116] = 'h00043f4444200000;
        mem[117] = 'h00023e4040227e40;
        mem[118] = 'h020e3240320e0200;
        mem[119] = 'h021e6218621e0200;
        mem[120] = 'h4262140814624200;
        mem[121] = 'h0143453805030100;
        mem[122] = 'h004662524a466200;
        mem[123] = 'h0000083641000000;
        mem[124] = 'h0000007f00000000;
        mem[125] = 'h0000004136080000;
        mem[126] = 'h0018080810101800;
        mem[127] = 'hAA55AA55AA55AA55; 
    end
    assign data = mem[address];
endmodule
==> impl_metrics.py <==
# Synthesis and PnR figures
metrics = {
    "global_route": {
        "grt_pass1_wl_um": 42500,
        "grt-ovfl-total": 0,
        "use_met1_pct": 69.2,
        "grt_max_degree": 130,
        "grtUsageMet3_pct": 35.2,
        "antenna_found_initial": 1,
        "grt_util_all_layers_pct": 57.5,
        "busiest_layer": "met2",
        "use_met2_pct": 74.9,
        "grt_pass1_vias": 6961,
    },
    "sta": {
        "rsz0062_at_grt": "true",
        "tightest_slew_ns": 0.871,
        "fin_crit_ns": 4.91,
        "slew_viol_final": 0,
        "slew_headroom_pct": 41.7,
        "timing.fmax_ghz": 0.204,
        "tns_ns": -0.00861,
        "setup_viol": 1,
        "hold_violations": 0,
        "setup_slack_ns": -0.00861,
        "period_used_pct": 100,
    },
    "final_layout": {
        "layout_top_cell": "o21ai_0",
        "clock_buffers": 0,
        "seq_area_um2": 0,
        "final_cells": 970,
        "lay_top_cells": "o21ai_0 (99), nand2_1 (91), buf_4 (79), a21oi_1 (78)",
        "fillerInstances": 950,
        "final-comb-area_um2": 4300,
        "drive_above_1_share_pct": 13.9,
        "syn_to_final_growth_pct": 18.8,
        "flops": 0,
    },
    "drt": {
        "vias": 7567,
        "ant_nets": 0,
        "drt_wl_total_um": 28200,
        "drc": 0,
        "via_per_inst": 7.80,
        "drt_iter0_markers": 1501,
        "antenna_cells": 0,
        "dr.pass1.iters": 9,
        "wl_per_cell_um": 29.1,
    },
    "worst_setup_path": {
        "critPathBufInv": 3,
        "max_stage_delay_ns": 0.71,
        "path_depth": 9,
        "cp-end-kind": "output pin",
        "critPathLaunchType": "primary input",
        "crit_chain": "clkdlybuf4s50_1 > buf_12 > ha_1 > nor2_1 > nor2_1 > a221oi_1 > a211o_1 > nand3_1 > clkdlybuf4s50_1",
        "arrival_ns": 3.93,
        "crit_type": "in -> out",
        "crit_required_ns": 3.92,
        "cp_max_fo": 24,
        "cp_slowest_cell": "nor2_1",
        "cpLargestDelayFamily": "buffers and inverters",
    },
    "flow_run": {
        "tool_warnings": 55,
        "drv_cap": 0,
    },
    "place": {
        "place.gp.congestion": 1.16,
        "place_inst": 970,
        "portBuffers": 64,
        "dp_hpwl_um": 19100,
    },
    "die": {
        "fp-utilization_pct": 52.1,
        "die_w_um": 101,
        "fp.dieH_um": 101,
        "io_pins": 71,
        "placementRows": 35,
        "core_um2": 9370,
        "dieArea_um2": 10200,
    },
    "power": {
        "ir_worst_vdd_mv": 0.104,
        "p_leak_nw": 2.14,
        "power_density_nw_per_um2": 114,
    },
    "synthesis": {
        "yosysChipArea_um2": 4880,
        "top_area_cell": "o21ai_0",
        "topCellsByArea": "o21ai_0 (10%), a21oi_1 (8.2%), nand2_1 (7.0%)",
        "synth.avg_cell_area_um2": 6.04,
        "seq_area_frac_synth_pct": 0,
        "top_area_share_pct": 10.1,
        "ys_cells": 809,
        "yosys_warnings": 1,
        "netlist_instances": 809,
        "ys_types": 81,
        "syn_area_um2": 4880,
    },
    "status": {
        "outcome": "finished, violations left",
        "violations": "setup timing",
    },
    "hold_path": {
        "hold_class": "in -> out",
        "hold_depth": 4,
    },
}
## metal layers
| metal | up-vias | part of all wire, % |
|---|---|---|
| li1 | 3089 | - |
| met1 | 3323 | 33 |
| met2 | 866 | 37 |
| met3 | 287 | 19 |
| met4 | 2 | 10 |
| met5 | - | 0.043 |
## area by class of cell
cell class         instances  share of cell area [%]
repair buffers           145                    22.4
inverters                 11                   0.712
multi-input cells        685                    74.1
well taps                129                    2.78
## cells in the mapped netlist, types with 7 or more instances
cell type,n
ha_1,21
nand2_1,91
inv_1,9
nor2b_1,25
a221oi_1,14
a211o_1,7
nor2_1,61
o211ai_1,24
clkbuf_1,45
buf_4,17
a31oi_1,20
buf_2,47
a21oi_1,80
nand2b_1,13
o21ai_0,99
o31ai_1,7
nand3_1,26
nor3_1,22
o22ai_1,12
o221ai_1,9
o311ai_0,13
and2_1,9
mux2i_1,8
a211oi_1,11
## kinds of logic after synthesis
kind of cell / synth area share (%)
compound gates: 48.8
simple gates: 27.4
buf+inv: 13.1
fa+ha+maj: 5.79
mux: 4.64
xor+xnor: 0.179
other cells: 0.0768
## report_power, final
group / total [mW] / switching (mW) / internal, mW
clock: 0 / 0 / 0
sequential: 0 / 0 / 0
combinational: 0.660 / 0.406 / 0.254
## through the flow
step | setup WS [ns] | power (mW) | hold WS [ns] | utilization (%) | area, um2
after CTS | 0.101 | 0.607 | 2.85 | 61.5 | 5770
after detailed placement | 0.113 | 0.604 | 2.85 | 61.5 | 5770
after global placement | 0.0524 | 0.608 | 2.84 | 61.5 | 5770
after global routing | -0.00687 | 0.683 | 2.90 | 61.9 | 5800
final | -0.00861 | 0.660 | 2.87 | 61.9 | 5800
after floorplan | 0.677 | 0.346 | 2.21 | - | 4910
## path summary, 6_finish.rpt
path  startpoint       end
min   address[4]  data[49]
max   address[0]  data[36]
## timing repair
| item | CTS | global route |
|---|---|---|
| resized | 0 | 12 |
| hold buffers | 0 | 0 |
| endpoints found under the setup margin | 0 | 20 |
| setup buffers | 0 | 0 |
Power is estimated from default activity; no workload was simulated.
